==> ./design.v <==
module alu32(sum,a,b,zout,nout,gin); 
output [31:0] sum;
input [31:0] a,b; 
input [2:0] gin; 
reg [31:0] sum;
reg [31:0] less;
output zout,nout;
reg zout,nout;
always @(a or b or gin)
begin
	case(gin)
	3'b010: sum=a+b; 		 
	3'b110: sum=a+1+(~b);	 
	3'b111: begin less=a+1+(~b);	 
			if (less[31]) sum=1;	
			else sum=0;
		  end
	3'b000: sum=a & b;	 
	3'b001: sum=a|b;		 
	3'b011: sum = a<<b;  
	default: sum=31'bx;	
	endcase
zout=~(|sum);
nout = sum[31];
end
endmodule
==> ./run.sh <==
#!/bin/bash
# OpenROAD 26Q1-2900-gdf79404cd8, Yosys 0.63+post, stock flow scripts
make -C /OpenROAD-flow-scripts/flow DESIGN_CONFIG=/design/flow/config.mk WORK_HOME=/design/flow/orfs finish
==> ./config.mk <==
export PLATFORM = sky130hd
export DESIGN_NAME = alu32
export DESIGN_NICKNAME = alu32
export VERILOG_FILES = /design/flow/design.v
export SDC_FILE = /design/flow/constraint.sdc
export NUM_CORES = 4
export LEC_CHECK = 1
export CORE_UTILIZATION = 30
==> ./constraint.sdc <==
current_design alu32

set clk_period 25.5
set clk_io_pct 0.2

create_clock -name clk0 -period $clk_period

set non_clock_inputs [all_inputs -no_clocks]
set_input_delay [expr $clk_period * $clk_io_pct] -clock clk0 $non_clock_inputs
set_output_delay [expr $clk_period * $clk_io_pct] -clock clk0 [all_outputs]
==> flow_metrics.tcl <==
# collected from the flow reports
set metrics [dict create \
    sw_frac_of_total_pct 59.88 \
    port_buffers 101 \
    crit_type "primary input to output port" \
    synthCells 1050 \
    status "finished, final reports clean" \
    die_y_um 153.8 \
    rows 55 \
    detail_route.iter0.violations 783 \
    grt_pass1_wl_um 46860 \
    fp-utilization_pct 30.53 \
    nClkBuffers 0 \
    ys_seq_share_pct 0 \
    wl_per_cell_um 22.26 \
    cp_slowest_stage_delay_ps 730 \
    synthDistinctLibCells 78 \
    lay_top_count "inv_1" \
    start_kind "primary input" \
    grt_start_max_net_pins 50 \
    drive_gt1_share_pct 4.645 \
    grt_pass1_vias 7778 \
    warnings 96 \
    critPathLaunch "b[3]" \
    vias 8204 \
    fillerInstances 2382 \
    dp_hpwl_um 25490 \
    layout_top_cells "inv_1, nand2_1, clkdlybuf4s50_1, ha_1, a21oi_1" \
    slew_headroom_pct 40.23 \
    wirelength_um 30780 \
    path_depth 16 \
    design.seq.count 0 \
    power.internal_mw 0.07546 \
    worstPathArrival_ps 10680 \
    drv_slew 0 \
    end_kind "output port" \
    detailed_place.area_mm2 0.008068 \
    core_mm2 0.02264 \
    post_cts_buffers 0 \
    holdPathStages 5 \
    comb_area_mm2 0.006186 \
    drc 0 \
    boundaryPins 101 \
    path_cells "clkdlybuf4s50_1, buf_4, inv_1, ha_1, o211a_1, o31a_1, o21ai_1, a2111oi_1, nor3_1, xnor2_1, a221o_1, nor3_1, nand4_1, a2111oi_0, and4_1, clkdlybuf4s50_1" \
    antenna_found_initial 0 \
    seq_area_um2 0 \
    max_freq_ghz 0.06336 \
    overflow 0 \
    die-area_mm2 0.02365 \
    via_per_inst 5.932 \
    postCtsHoldBufs 0 \
    cap_violations 0 \
    critPathRequiredTime_ps 20400 \
    ctsResizeCount 0 \
    ant_nets 0 \
    place.gp.congestion 1.019 \
    yosys_warnings 1 \
    seqPwrFrac_pct 0 \
    final_cell_area_mm2 0.008068 \
    cp_top_family "AND-OR/OR-AND gates" \
    p_leak_nw 3.498 \
    first_pass_iters 5 \
    p_per_area_mw_per_mm2 23.32 \
    p_switching_mw 0.1127 \
    cp_max_fo 49 \
    critical_path_buf_inv_count 4 \
    avgSynthCellArea_um2 6.583 \
    finalHoldViolCount 0 \
    worst_pin_slew_ps 888.3 \
    antennaDiodeCount 0 \
    areaGrowthSynthToFinish_pct 16.73 \
    pwr-share-comb_pct 100.0 \
    post-route-util_pct 35.63 \
    cp-endpoint "zout" \
    hp-class "primary input to output port" \
    mappedNetlistArea_mm2 0.006912 \
    setup_viol 0 \
    worst_ir_drop_vdd_uv 8.322 \
    fin_crit_sh_pct 61.89 \
    slowest_stage "a2111oi_1" \
    setup_tns_ps 0 \
    yosys_cells 1050 \
    post-route-min-period_ps 15780 \
    yosys-stat-area_mm2 0.006912 \
    grtUsageTotal_pct 26.24 \
    power.share.clock_pct 0 \
    rsz0062_at_grt "false" \
    fp.dieW_um 153.8 \
]
power by group through the flow:
stage | logic (mW) | clock network (mW) | registers, mW
6_report | 0.188 | 0 | 0
5_1_grt | 0.204 | 0 | 0
4_1_cts | 0.184 | 0 | 0
routing by layer:
layer | GRT usage (%) | vias to the layer above | wire [µm]
met5 | 0 | - | 0
met4 | 9.143 | 0 | 1285
met3 | 4.134 | 65 | 2522
met2 | 40.67 | 391 | 13550
met1 | 36.91 | 3818 | 13420
li1 | - | 3930 | -
cell usage after synthesis (5+ instances only):
library cell	count	share of area, %
nor2b_1	14	1.3
mux2i_1	56	8.1
clkbuf_1	34	1.8
a211oi_1	16	1.7
and3_1	7	0.63
nand2b_1	13	1.2
mux2_2	8	1.3
mux4_2	5	1.6
or4_1	6	0.65
xnor2_1	27	3.4
nor4_1	17	1.5
a221o_1	7	1.0
o22ai_1	9	0.81
o21ai_0	79	5.7
nand4_1	9	0.81
nand3_1	20	1.4
buf_2	16	1.2
o211ai_1	30	3.3
o21a_1	9	0.98
nand2_1	105	5.7
nor2_1	83	4.5
o21bai_1	7	0.76
xor2_1	5	0.63
a21oi_1	88	6.4
nor3_1	21	1.5
o221ai_1	13	1.6
buf_1	12	0.65
a2111oi_0	7	0.89
a21o_1	16	1.7
ha_1	96	17
o31ai_1	10	1.1
a221oi_1	5	0.63
inv_1	109	5.9
final cells by class:
type | count | area share, %
multi-input combinational | 871 | 76.67
timing repair buffer | 116 | 13.74
inverter | 111 | 5.164
tap | 285 | 4.420
how the worst min path moves through the flow:
stage	slack [ps]	end	startpoint
after CTS	11180	sum[5]	gin[0]
after global routing	11220	sum[5]	gin[0]
final	11190	sum[5]	gin[0]
kinds of logic (layout without fill, tap and decap cells):
logic type	Yosys count	count (layout)	share of synthesized area (%)
AND-OR/OR-AND	359	359	35.08
AND/OR/NAND/NOR	313	313	21.36
buffers and inverters	179	227	10.50
adder cells (fa/ha/maj)	98	98	17.96
multiplexers	69	69	11.04
XOR/XNOR	32	32	4.055
per-stage QoR:
stage	setup WS (ps)	hold slack, ps	total power, mW	cells
4_1_cts	9819	11180	0.1840	1383
3_3_place_gp	9969	11170	0.1845	1383
6_report	9717	11190	0.1881	1383
3_5_place_dp	9837	11180	0.1830	1383
2_1_floorplan	11510	10390	0.1141	1050
5_1_grt	9480	11220	0.2036	1383
tightest hold or removal path: stages:
cell             delay (ps)
buf_2                   210
nand2_1                  90
o211ai_1                 80
o221ai_1                100
clkdlybuf4s50_1         500
Power is estimated from default activity; no workload was simulated.
