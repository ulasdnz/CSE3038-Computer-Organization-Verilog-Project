File: flow/run.sh
#!/bin/bash
# OpenROAD 26Q1-2900-gdf79404cd8, Yosys 0.63+post, stock flow scripts
make -C /OpenROAD-flow-scripts/flow DESIGN_CONFIG=/design/flow/config.mk WORK_HOME=/design/flow/orfs finish
File: flow/config.mk
export PLATFORM = sky130hd
export DESIGN_NAME = control
export DESIGN_NICKNAME = control
export VERILOG_FILES = /design/flow/design.v
export SDC_FILE = /design/flow/constraint.sdc
export NUM_CORES = 4
export LEC_CHECK = 1
export CORE_AREA = 10 10 70 70
export DIE_AREA = 0 0 80 80
File: flow/constraint.sdc
current_design control

set clk_period 1.9
set clk_io_pct 0.2

create_clock -name clk0 -period $clk_period

set non_clock_inputs [all_inputs -no_clocks]
set_input_delay [expr $clk_period * $clk_io_pct] -clock clk0 $non_clock_inputs
set_output_delay [expr $clk_period * $clk_io_pct] -clock clk0 [all_outputs]
File: flow/design.v
module control(in,regdest,alusrc,memtoreg,regwrite,memread,memwrite,branch,aluop1,aluop2,func,
mux3signal2,mux3signal1,mux3signal0,signal31,linkaddressignal,signal29,pc4signal,addresmemorysignal, nSignal_q);
input [5:0] in;
input [5:0] func;
input nSignal_q;
output regdest,alusrc,memtoreg,regwrite,memread,memwrite,branch,aluop1,aluop2, mux3signal2,mux3signal1,mux3signal0,signal31,linkaddressignal,signal29,pc4signal, addresmemorysignal;
wire rformat,lw,sw,beq;
assign rformat= (~|in);
assign lw=in[5]& (~in[4])&(~in[3])&(~in[2])&in[1]&in[0];
assign sw=in[5]& (~in[4])&in[3]&(~in[2])&in[1]&in[0];
assign beq=~in[5]& (~in[4])&(~in[3])&in[2]&(~in[1])&(~in[0]);
assign regdest=rformat;
assign alusrc=lw|sw|((~in[5])& in[4]&in[3]&(~in[2])&(~in[1])&(~in[0]));
assign memtoreg=lw;
assign regwrite=(rformat)|lw|((~in[5])& in[4]&in[3]&(~in[2])&(~in[1])&(~in[0]) & nSignal_q)|func[5]& (~func[4])&(~func[3])&(~func[2])&(~func[1])|(~func[5])& (~func[4])&func[3]&(~func[2])&(~func[1]);
assign memread=lw|((~in[5])&in[4]&in[3]&(~in[2])&(~in[1])&(~in[0]))|((~in[5])& in[4]&(~in[3])&(~in[2])&in[1]&in[0])|(func[5]& (func[4])&(func[3])&(func[2])&(func[1])&(func[0]));
assign memwrite=sw|(~in[5])& in[4]&(~in[3])&(~in[2])&in[1]&in[0];
assign branch=beq;
assign aluop1=rformat;
assign aluop2=beq;
assign mux3signal2=((~in[5])& in[4]&(~in[3])&(~in[2])&in[1]&in[0])|((~in[5])& in[4]&(in[3])&(~in[2])&(~in[1])&in[0]);
assign mux3signal1=((~func[5])& func[4]&(~func[3])&func[2]&(~func[1])&(~func[0]))|(func[5]& (func[4])&(func[3])&(func[2])&(func[1])&(func[0]));
assign mux3signal0=(func[5]& (func[4])&(func[3])&(func[2])&(func[1])&(func[0]))|((~in[5])& in[4]&(~in[3])&(~in[2])&in[1]&in[0])|((~in[5])& in[4]&in[3]&(~in[2])&(~in[1])&(~in[0]));
assign signal31=(func[5]& (func[4])&(func[3])&(func[2])&(func[1]) & func[0]);  
assign linkaddressignal=((~in[5])& in[4]&in[3]&(~in[2])&(~in[1])&(~in[0])|(func[5]& (func[4])&(func[3])&(func[2])&(func[1])&(func[0])));
assign signal29=(((~in[5])& in[4]&(~in[3])&(~in[2])&in[1]&in[0]));
assign pc4signal=((~in[5])& in[4]&(~in[3])&(~in[2])&in[1]&in[0]);
assign addresmemorysignal=((~in[5])& in[4]&(~in[3])&(~in[2])&in[1]&in[0]);
endmodule
==> metrics.cfg <==
[run_status]
status = finished clean

[timing]
hold_viol_final = 0
slew_violations = 0
max_freq_mhz = 536
setup_viol = 0
tns_ps = 0
relSlewSlack_pct = 86.8
timing.hold.ws_ps = 1150
fin_crit_sh_pct = 98.2
worstMarginPinSlew_ps = 197
post-route-min-period_ps = 1860

[power]
finalPower_w = 0.0000973
p_leak_nw = 0.394
power_density_nw_per_um2 = 130
irDropWorstVdd_v = 0.0000295

[die]
rows = 21
core_um2 = 3420
die_w_um = 80
ios = 30
die_area_um2 = 6400
fp_util_pct = 7.73
die_h_um = 80

[synth]
synthesis.area_um2 = 264
synth_stat.cells = 45
syn_avg_cell_area_um2 = 5.87
yosysUniqueCellTypes = 19
synth_warnings = 0
ys_seq_share_pct = 0
synthCells = 45
yosys_area_um2 = 264

[drt]
vias = 460
drtIter0Drc = 15
postRouteAntennaNets = 0
diodes = 0
avgViaCountPerCell = 3.46
drtPass1Iterations = 2
finalWirelength_um = 1310
route.detailed.drc = 0
wl_per_cell_um = 9.84

[setup_path]
crit_type = in -> out
crit_path_end_kind = output pin
required_ps = 1520
path_max_fanout = 4
cp.arrival_ps = 1480
critPathLaunchType = primary input

[grt]
grt-busiest-layer = met2
met2_usage_pct = 6.10
grt_pass1_vias = 416
grt_max_degree = 8
grt-ovfl-total = 0
met1_usage_pct = 4.88
grt_pass1_wl_um = 1970
grt_util_all_layers_pct = 3.56
antenna_found_initial = 0
global_route.usage.met3_pct = 0.455

[layout]
drive_above_1_share_pct = 48.3
flop_area_um2 = 0
fill_cells = 381
clock_buffers = 0
fin_cells = 133
seq_cell_count = 0
fin_util_pct = 21.8
syn2layout_area_growth_pct = 182
layout.area.comb_um2 = 284

[clock_tree]
hold_buffers = 0

[flow_run]
max_cap_viol_count = 0
tool_warnings = 33

[placed_design]
io_buffers = 30
globalplace.congestion = 0.759
placedCellCount = 125
dp_hpwl_um = 1070

[worst_hold_path]
hold_class = in -> out

[power breakdown]
part	switching (W)	leakage [nW]	internal [W]
clock	0	0	0
sequential	0	0	0
combinational	0.0000379	0.394	0.0000593
total	0.0000379	0.394	0.0000593
[final timing paths]
path	from	endpoint	slack, ps	cells past startpoint
worst max-delay path	in[1]	mux3signal0	40	6
worst min-delay path	func[1]	regwrite	1150	4
[synthesized netlist by cell type, drive strengths merged]
cell	n	area, µm²
nor2	1	3.75
o21ai	2	10.0
or4	3	22.5
xor2	1	8.76
clkbuf	1	3.75
a21oi	3	15.0
inv	1	3.75
nor3b	3	22.5
nand2	6	22.5
buf	4	30.0
nor2b	1	6.26
and3b	1	8.76
xnor2	2	17.5
and3	3	18.8
nand3	5	25.0
nand4	1	6.26
nor3	4	20.0
or2	1	6.26
and2	2	12.5
[repair_timing]
item | in CTS | in global routing
setup buffers | 8 | 1
resized | 61 | 12
setup endpoints to repair | 17 | 8
pin swaps | 15 | 9
[placed cells by master (no fill, tap or decap), types with 2 or more instances in the layout]
cell,Yosys,routed
a21oi_2,0,2
nand2_1,6,3
nand3_1,5,4
xnor2_1,2,2
dlygate4sd2_1,0,4
nor3_2,0,2
buf_2,0,5
nand2_2,0,3
or4_1,3,2
and3_1,3,3
o21ai_1,0,2
dlymetal6s2s_1,0,3
buf_4,4,17
clkbuf_2,0,2
and2_4,0,2
buf_6,0,4
nor3_1,4,2
clkdlybuf4s50_1,0,12
[layer usage]
layer | part of all wire (%) | up-vias
met1 | 46 | 199
met4 | 0 | 0
met2 | 45 | 16
li1 | - | 245
met3 | 8.9 | 0
met5 | 0 | -
[logic make-up after synthesis]
group,count (synthesis),share of synthesized area [%]
XOR/XNOR,3,9.95
AND-OR/OR-AND,5,9.48
buffers and inverters,6,14.2
AND/OR/NAND/NOR,31,66.4
[through the flow]
step	worst slack, ps	instance area [µm²]
after CTS	-69.2	747
after detailed placement	-543	656
after global routing	-2.73	746
final	35.1	746
after global placement	-544	656
after floorplan	398	264
[layout make-up]
cell class | count | area share [%]
Timing Repair Buffer | 47 | 53.7
Multi-Input combinational cell | 39 | 38.1
Tap cell | 46 | 7.72
Inverter | 1 | 0.503
[critical path, cell delays in order]
cell and delay, ps:
buf_4 130, buf_6 120, nor3b_4 230, o21ai_1 110, nand2_2 60, clkdlybuf4s50_1 450
No activity file was given, so power comes from the tool's default toggle rates.
